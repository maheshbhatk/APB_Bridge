==> ./design.v <==
`timescale 1ns / 1ps
module ahb_slave(HADDR,HWDATA,HTRANS,HREADYin,HWRITE,HRESP, HRDATA,
		HSIZE,HCLK,HRESETn,HADDR_1,HWDATA_1,HADDR_2,HWDATA_2,
		HADDR_3,HWDATA_3,HWRITEreg,valid,TEMP_SEL,PRDATA);
input	[31:0]HADDR,HWDATA,PRDATA;
input	[1:0]HTRANS;
input	HREADYin,HWRITE;
input	[2:0]HSIZE;
input	HCLK,HRESETn;
output reg	[31:0]HADDR_1,
		HWDATA_1,
		HADDR_2,
		HWDATA_2,
		HADDR_3,
		HWDATA_3;
output 		[31:0]HRDATA;
output reg 	HWRITEreg,valid;
output reg	[1:0]HRESP;
output reg	[2:0]TEMP_SEL;
assign HRDATA=PRDATA;
parameter IDLE=2'b00,
	  BUSY=2'b01,
	  NONSEQ=2'b10,
	  SEQ=2'b11;
always@(posedge HCLK,negedge HRESETn)
  begin
	HRESP=0;
	if(~HRESETn)
       	 begin
          HADDR_1<=0;
	  HADDR_2<=0;
	  HADDR_3<=0;
	 end
	else
	  begin
	    HADDR_1<=HADDR;
	    HADDR_2<=HADDR_1;
	    HADDR_3<=HADDR_2;
	  end
 end
always@(posedge HCLK, negedge HRESETn)
  begin
	if(~HRESETn)
	  begin
	    HWDATA_1<=0;
	    HWDATA_2<=0;
	    HWDATA_3<=0;
	  end
	else
	  begin
	   HWDATA_1<=HWDATA;
	   HWDATA_2<=HWDATA_1;
	   HWDATA_3<=HWDATA_2;
	  end
  end
always@(posedge HCLK, negedge HRESETn)
  begin
	if(~HRESETn)
	   HWRITEreg<=0;
	else
	   HWRITEreg<=HWRITE;
  end
always@(*)
  begin
    if(~HRESETn)
       valid=0;
    else if((HADDR>32'h8000_0000 && HADDR< 32'h8c00_0000)  )
         valid=1'b1;
    else
         valid=1'b0;
   end
always@(*)
  begin
        if( (32'h8c00_0000 >= HADDR>=32'h8800_0001)) 
		TEMP_SEL=3'b100;
	 else if((32'h8800_0000 >= HADDR>=32'h8400_0001))
		TEMP_SEL=3'b010;
 	 else if((32'h8400_0000 >= HADDR>=32'h8000_0000))
		TEMP_SEL=3'b001;
  end
endmodule
`timescale 1ns / 1ps
module fsm(HADDR_1,HADDR_2,HADDR_3,HWDATA_1,HWDATA_2,HWDATA_3,HWRITE,HWRITEreg,HSIZE,
           TEMP_SEL,valid,PADDR,PWDATA,PSEL,PWRITE,PENABLE,HCLK,HRESETn,HTRANS,HREADYout);
input	[31:0]HADDR_1,
	      HADDR_2,
	      HADDR_3,
	      HWDATA_1,
	      HWDATA_2,
	      HWDATA_3;
input	[1:0]HTRANS;
input	[2:0]HSIZE,
	     TEMP_SEL;
input	HRESETn,
	HCLK,
	valid,
	HWRITE,
	HWRITEreg;
output reg	[31:0]PADDR,
		      PWDATA;
output reg	[2:0]PSEL;
output reg	PWRITE,
		PENABLE,
		HREADYout;
reg [2:0]STATE,NX_STATE;
reg tmp;
parameter	ST_IDLE=3'b000,
		ST_WWAIT=3'b001,
		ST_READ=3'b010,
		ST_WRITE=3'b011,
		ST_WRITEP=3'b100,
		ST_RENABLE=3'b101,
		ST_WENABLE=3'b110,
		ST_WENABLEP=3'b111;
always@(posedge HCLK, negedge HRESETn)
begin
  if(~HRESETn)
    STATE<=ST_IDLE;
  else
    STATE<=NX_STATE;
end
always@(*)
 begin
      NX_STATE=ST_IDLE;
	PSEL = 0;
	PENABLE = 0;
	HREADYout = 0;
        PWRITE = 0;
	case(STATE)
         ST_IDLE:begin
	          PSEL=0;
		  PENABLE=0;
		  HREADYout=1'b1;
		  if(~valid)
		    NX_STATE=ST_IDLE;
		  else if(valid && HWRITE)
		    NX_STATE=ST_WWAIT;
		  else 
		    NX_STATE=ST_READ;
		end
	 ST_WWAIT:begin
		  HREADYout=1'b1;
		  PENABLE=0;
          tmp=1;
		  if(~valid)
		    NX_STATE=ST_WRITE;
		  else if(valid)
		    NX_STATE=ST_WRITEP;
		end
	ST_READ: begin
		 PSEL=TEMP_SEL;
		 PENABLE=1'b0;
		 PADDR=HADDR_1;
		 PWRITE=1'b0;
		HREADYout=1'b0;
		 NX_STATE=ST_RENABLE;
		end
	ST_WRITE:begin
		 PSEL=TEMP_SEL;
		 PADDR=HADDR_2;
		 PWRITE=1'b1;
		 PWDATA=HWDATA_1;
		 PENABLE=1'b0;
		  if(~valid)
		      NX_STATE=ST_WENABLE;
		  else if(valid)
		      NX_STATE=ST_WENABLEP;
		 end
	ST_WRITEP: begin
			if(tmp == 1)
			PADDR=HADDR_2;
			else
			PADDR=HADDR_3;
			PSEL=TEMP_SEL;
			PENABLE=1'b0;
			PWRITE=1'b1;
			PWDATA=HWDATA_1;
		    HREADYout=1'b0;
			NX_STATE=ST_WENABLEP;
                    end
	ST_RENABLE: begin
		     PENABLE=1'b1;
		     PSEL=TEMP_SEL;
		     PWRITE=1'b0;
		     HREADYout=1'b1;
		      if(~valid)
			NX_STATE=ST_IDLE;
		      else if(valid && ~HWRITE)
			NX_STATE=ST_READ;
		      else if(valid && HWRITE)
			NX_STATE=ST_WWAIT;
		   end
	ST_WENABLE: begin
		      PENABLE=1'b1;
		      PSEL=TEMP_SEL;
		      PWRITE=1'b1;
		      HREADYout=1'b1;
			if(valid && ~HWRITE)
			NX_STATE=ST_READ;
		      else if(~valid)
			NX_STATE=ST_IDLE;
		      else if(valid && HWRITE)
			NX_STATE=ST_WWAIT;
		    end
	ST_WENABLEP: begin
			tmp=0;
		       PSEL=TEMP_SEL;
		       PENABLE=1'b1;
		       PWRITE=1'b1;
		       HREADYout=1'b1;
		       if(~HWRITEreg)
			NX_STATE=ST_READ;
		       else if(~valid && HWRITEreg)
			NX_STATE=ST_WRITE;
		       else if(valid && HWRITEreg)
			NX_STATE=ST_WRITEP;
		     end
		 default:NX_STATE=ST_IDLE;
		endcase
             end
endmodule		    
`timescale 1ns / 1ps
module top_rtl(HADDR,HWDATA,HTRANS,HREADYin,HWRITE,HRESP,
	   HRDATA,HREADYout,HSIZE,HRESETn,HCLK,PADDR,
	   PWDATA,PSEL,PWRITE,PENABLE,PRDATA);
input	[31:0]HADDR,
	HWDATA,
	PRDATA;
input	[1:0]HTRANS;
input	HREADYin,
	HWRITE,
	HRESETn,
	HCLK;
input	[2:0]HSIZE;
output	[31:0]PADDR,
	PWDATA,
	HRDATA;
output	[1:0]HRESP;
output	PWRITE,
	PENABLE,
	HREADYout;
output	[2:0]PSEL;
wire	[31:0]ADDR_1,ADDR_2,ADDR_3,
	      DATA_1,DATA_2,DATA_3;
wire	w_reg,vld;
wire [2:0]tmp_sel;
ahb_slave SLAVE(.HADDR(HADDR),	  	.HWDATA(HWDATA),	.HTRANS(HTRANS),
		.HREADYin(HREADYin),	.HWRITE(HWRITE),	.HRESP(HRESP), 
		.HRDATA(HRDATA),	.HSIZE(HSIZE),		.HCLK(HCLK),
		.HRESETn(HRESETn),	.PRDATA(PRDATA),	.HADDR_1(ADDR_1),
		.HWDATA_1(DATA_1),	.HADDR_2(ADDR_2),	.HWDATA_2(DATA_2),
		.HADDR_3(ADDR_3),	.HWDATA_3(DATA_3),	.HWRITEreg(w_reg),
		.valid(vld),		.TEMP_SEL(tmp_sel));
fsm FSM(.HADDR_1(ADDR_1),		.HADDR_2(ADDR_2),	.HADDR_3(ADDR_3),
	.HWDATA_1(DATA_1),		.HWDATA_2(DATA_2),	.HWDATA_3(DATA_3),
	.HWRITE(HWRITE),		.HWRITEreg(w_reg),	.HSIZE(HSIZE),
        .TEMP_SEL(tmp_sel),		.valid(vld),		.PADDR(PADDR),
	.PWDATA(PWDATA),		.PSEL(PSEL),		.PWRITE(PWRITE),
	.PENABLE(PENABLE),		.HCLK(HCLK),		.HRESETn(HRESETn),
	.HTRANS(HTRANS),		.HREADYout(HREADYout));
endmodule
==> ./run.sh <==
#!/bin/bash
# OpenROAD 26Q1-2900-gdf79404cd8, Yosys 0.63+post, stock flow scripts
make -C /OpenROAD-flow-scripts/flow DESIGN_CONFIG=/design/flow/config.mk WORK_HOME=/design/flow/orfs finish
==> ./config.mk <==
export PLATFORM = sky130hd
export DESIGN_NAME = top_rtl
export DESIGN_NICKNAME = top_rtl
export VERILOG_FILES = /design/flow/design.v
export SDC_FILE = /design/flow/constraint.sdc
export NUM_CORES = 4
export LEC_CHECK = 1
export CORE_UTILIZATION = 30
==> ./constraint.sdc <==
current_design top_rtl

set clk_period 3.9
set clk_io_pct 0.2

create_clock -name clk0 -period $clk_period [get_ports {HCLK}]

set non_clock_inputs [all_inputs -no_clocks]
set_input_delay [expr $clk_period * $clk_io_pct] -clock clk0 $non_clock_inputs
set_output_delay [expr $clk_period * $clk_io_pct] -clock clk0 [all_outputs]
==> ci_impl_report.md <==
## Synthesis and layout report

| Metric | Value |
|---|---|
| Initial antenna violation count | `0` |
| Yosys stat chip area | `approximately 5400 µm²` |
| Max_cap viols | `0` |
| Final ANT Viol Nets | `0` |
| Final Cycle Share | `0.7162` |
| Die height | `~140 µm` |
| Detailed-route via count | `roughly 3100` |
| Hold Path Depth | `0` |
| Detailed-route wire length | `roughly 11000 µm` |
| Hold buffers post-CTS | `0` |
| Register pins left without a clock | `65` |
| Worst slew pin tran | `slightly above 0.9 ns` |
| Util after Layout | `0.4197` |
| Cell count after synthesis | `roughly 350` |
| Router iterations before antenna repair | `7` |
| Die area | `roughly 19000 µm²` |
| GP Congestion | `0.7961` |
| Pwr/cell area | `around 470 nW/µm²` |
| Tot GR Track Use | `0.1310` |
| Top cells excl fill/tap | `dfrtp_1, clkdlybuf4s50_1, dlxtn_1` |
| Post-CTS Setup Repair Bufs | `0` |
| Post-route DRC | `0` |
| Drt via density | `4.401` |
| Worst Path Required | `3.12 ns` |
| Ys cells | `350` |
| Post-Syn Area | `5409 µm²` |
| Final Max Tran Viols | `0` |
| Row Count | `between 40 and 50` |
| Final Hold Vio Count | `0` |
| Layout area overhead | `35.60%` |
| Mean routed wirelength per cell | `15.86 µm` |
| Worst rel slew slack | `0.3809` |
| Ys flops | `slightly above 200` |
| Critical Path Source Type | `register` |
| First-pass GRT wire length | `17490 µm` |
| Hold path endpoint | `SLAVE.HADDR_2[25]` |
| Leak | `between 3 and 4 nW` |
| Setup TNS | `0 ns` |
| TritonCTS buffer count | `17` |
| VDD IR max | `between 300 and 400 µV` |
| Area of the core | `~17000 µm²` |
| Fillers | `around 1500` |
| Reg2Reg Depth | `2` |
| Worst Path Max Fanout | `4` |
| DP HPWL | `approximately 7400 µm` |
| CTS tree | `done` |
| Latency at later pin | `0.42 ns` |
| Share of cells above drive strength 1 | `0.08768` |
| Synth unique cells | `31` |
| Input/output buffers | `about 130` |
| Worst hold path type | `register to register` |
| H-tree levels | `4` |
| Power Total | `around 3.5 mW` |
| Endpoints left unconstrained | `129` |
| Die x size | `roughly 140 µm` |
| Terminus of the critical flop-to-flop path | `FSM.STATE[2]` |
| Worst setup EP type | `output port` |
| DRT iter0 DRCs | `around 210` |
| Worst flop-to-flop path startpoint | `FSM.STATE[5]` |
| Fmax | `around 360 MHz` |
| Commonest Layout Cell | `dfrtp_1` |
| Largest net degree at the start of global routing | `just over 80` |
| Ports | `around 210` |
| # setup viols final | `0` |
| Status | `completed` |
| Ant. Diodes | `0` |
| Worst EP arrival | `2.01 ns` |
| Worst-path clk slew | `approximately 0.05 ns` |
| Reg2reg setup slack | `roughly 2.8 ns` |
| Tmin final | `2.793 ns` |
| Warnings from Yosys | `2` |
| Clock Tree Root | `clkbuf_16` |
| Max Buffers Root-to-Sink | `2` |
| Crit Path Class | `register to output port` |
| Hold path start | `SLAVE.HADDR_1[25]` |
| Post-CTS Resized | `0` |
| RSZ-0062 raised after global routing | `false` |
| Syn_area_per_cell | `around 15 µm²` |
| Clock Skew | `~0.0057 ns` |
| Log Warnings | `31` |
| Floorplan utilization | `0.3095` |
| Gr ovfl total | `0` |
| Vias in the first global route | `between 3000 and 4000` |
==> flip-flops by register name (all words and copies together) (netlist names) <==
name and flops:
SLAVE.HADDR_1 32, SLAVE.HWRITEreg 1, FSM.tmp 1, SLAVE.HADDR_2 32, FSM.PADDR 32, SLAVE.HWDATA_1 32
FSM.STATE 8, SLAVE.HADDR_3 32, FSM.PWDATA 32
==> kinds of logic (layout without fill, tap and decap cells) <==
group                  count (synthesis)  count (layout)  share of synthesized area
muxes                                  1               1                   0.002082
latches                               65              65                     0.1804
DFF                                  137             137                     0.6341
buffers and inverters                 79             205                    0.07980
other                                  1               4                  0.0006933
AOI/OAI and AO/OA                     37              37                    0.06708
and+or+nand+nor                       30              30                    0.03586
==> metal layers <==
layer / vias up / wire length [µm] / GRT usage
li1: 1388 / - / -
met1: 1575 / 4722 / 0.1863
met2: 123 / 5431 / 0.1966
met3: 12 / 837 / 0.05433
met4: 0 / 170 / 0.02346
met5: - / 0 / 0
==> critical path, cell delays in order (launching register included) <==
cell             delay, ns
dfrtp_1               0.41
nor2_1                0.17
or4b_1                0.51
clkdlybuf4s50_1       0.51
==> cell type report <==
type / count / area (µm²) / area share
inverter: 34 / 127.6 / 0.01740
sequential: 202 / 4405 / 0.6006
clock inverter: 8 / 70.07 / 0.009553
tap: 225 / 281.5 / 0.03838
clock buffer: 24 / 481.7 / 0.06568
timing repair buffer: 139 / 1380 / 0.1882
multi-input combinational: 72 / 588.1 / 0.08018
==> worst max path at each step <==
stage               end  cells past startpoint         start  slack, ns
CTS           HREADYout                      3  FSM.STATE[3]       1.04
global route  HREADYout                      3  FSM.STATE[3]       1.02
finish        HREADYout                      3  FSM.STATE[3]       1.11
==> stage by stage <==
step	std cells	hold WS [ns]	cell area [µm²]	setup slack, ns
2_1_floorplan	353	0.3527	5420	1.911
3_3_place_gp	672	0.3589	6783	1.242
3_5_place_dp	672	0.3613	6783	1.208
4_1_cts	704	0.3725	7335	1.040
5_1_grt	704	0.3826	7335	1.017
6_report	704	0.3687	7335	1.107
==> synth_stat cells (all sizes together) <==
cell | n | area (µm²)
dfrtp | 136 | 3403
dlxtn | 65 | 975.9
buf | 36 | 270.3
inv | 34 | 127.6
a222oi | 31 | 310.3
clkbuf | 9 | 33.78
nand2 | 7 | 26.28
nor4 | 7 | 65.06
nor2 | 3 | 11.26
and2 | 2 | 12.51
nor3 | 2 | 10.01
a21oi | 1 | 5.000
a22oi | 1 | 7.510
conb | 1 | 3.750
dfstp | 1 | 26.28
mux2 | 1 | 11.26
nand2b | 1 | 6.260
nand3 | 1 | 5.000
nand4 | 1 | 6.260
nor2b | 1 | 6.260
nor3b | 1 | 7.510
nor4b | 1 | 15.01
o2111ai | 1 | 15.01
o21bai | 1 | 7.510
o31a | 1 | 8.760
o32ai | 1 | 8.760
or2 | 1 | 6.260
or3 | 1 | 6.260
or4b | 1 | 10.01
==> power breakdown <==
group	total (mW)	internal [mW]	leakage (nW)	switching [mW]
Sequential	1.71	1.67	2.14	0.0402
Combinational	0.278	0.150	0.880	0.128
Clock	1.48	0.920	0.270	0.556
No activity file was given, so power comes from the tool's default toggle rates.
